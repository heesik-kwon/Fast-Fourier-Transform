==> flow/design.v <==
`timescale 1ns / 1ps
module twf_m1_rom (
    input  logic              clk,
    input  logic        [8:0] addr,
    output logic signed [9:0] w_re,
    output logic signed [9:0] w_im
);
    always_ff @(posedge clk) begin
        case (addr)
            9'd0: begin
                w_re = 10'sd128;
                w_im = 10'sd0;
            end
            9'd1: begin
                w_re = 10'sd128;
                w_im = 10'sd0;
            end
            9'd2: begin
                w_re = 10'sd128;
                w_im = 10'sd0;
            end
            9'd3: begin
                w_re = 10'sd128;
                w_im = 10'sd0;
            end
            9'd4: begin
                w_re = 10'sd128;
                w_im = 10'sd0;
            end
            9'd5: begin
                w_re = 10'sd128;
                w_im = 10'sd0;
            end
            9'd6: begin
                w_re = 10'sd128;
                w_im = 10'sd0;
            end
            9'd7: begin
                w_re = 10'sd128;
                w_im = 10'sd0;
            end
            9'd8: begin
                w_re = 10'sd128;
                w_im = 10'sd0;
            end
            9'd9: begin
                w_re = 10'sd118;
                w_im = -10'sd49;
            end
            9'd10: begin
                w_re = 10'sd91;
                w_im = -10'sd91;
            end
            9'd11: begin
                w_re = 10'sd49;
                w_im = -10'sd118;
            end
            9'd12: begin
                w_re = 10'sd0;
                w_im = -10'sd128;
            end
            9'd13: begin
                w_re = -10'sd49;
                w_im = -10'sd118;
            end
            9'd14: begin
                w_re = -10'sd91;
                w_im = -10'sd91;
            end
            9'd15: begin
                w_re = -10'sd118;
                w_im = -10'sd49;
            end
            9'd16: begin
                w_re = 10'sd128;
                w_im = 10'sd0;
            end
            9'd17: begin
                w_re = 10'sd126;
                w_im = -10'sd25;
            end
            9'd18: begin
                w_re = 10'sd118;
                w_im = -10'sd49;
            end
            9'd19: begin
                w_re = 10'sd106;
                w_im = -10'sd71;
            end
            9'd20: begin
                w_re = 10'sd91;
                w_im = -10'sd91;
            end
            9'd21: begin
                w_re = 10'sd71;
                w_im = -10'sd106;
            end
            9'd22: begin
                w_re = 10'sd49;
                w_im = -10'sd118;
            end
            9'd23: begin
                w_re = 10'sd25;
                w_im = -10'sd126;
            end
            9'd24: begin
                w_re = 10'sd128;
                w_im = 10'sd0;
            end
            9'd25: begin
                w_re = 10'sd106;
                w_im = -10'sd71;
            end
            9'd26: begin
                w_re = 10'sd49;
                w_im = -10'sd118;
            end
            9'd27: begin
                w_re = -10'sd25;
                w_im = -10'sd126;
            end
            9'd28: begin
                w_re = -10'sd91;
                w_im = -10'sd91;
            end
            9'd29: begin
                w_re = -10'sd126;
                w_im = -10'sd25;
            end
            9'd30: begin
                w_re = -10'sd118;
                w_im = 10'sd49;
            end
            9'd31: begin
                w_re = -10'sd71;
                w_im = 10'sd106;
            end
            9'd32: begin
                w_re = 10'sd128;
                w_im = 10'sd0;
            end
            9'd33: begin
                w_re = 10'sd127;
                w_im = -10'sd13;
            end
            9'd34: begin
                w_re = 10'sd126;
                w_im = -10'sd25;
            end
            9'd35: begin
                w_re = 10'sd122;
                w_im = -10'sd37;
            end
            9'd36: begin
                w_re = 10'sd118;
                w_im = -10'sd49;
            end
            9'd37: begin
                w_re = 10'sd113;
                w_im = -10'sd60;
            end
            9'd38: begin
                w_re = 10'sd106;
                w_im = -10'sd71;
            end
            9'd39: begin
                w_re = 10'sd99;
                w_im = -10'sd81;
            end
            9'd40: begin
                w_re = 10'sd128;
                w_im = 10'sd0;
            end
            9'd41: begin
                w_re = 10'sd113;
                w_im = -10'sd60;
            end
            9'd42: begin
                w_re = 10'sd71;
                w_im = -10'sd106;
            end
            9'd43: begin
                w_re = 10'sd13;
                w_im = -10'sd127;
            end
            9'd44: begin
                w_re = -10'sd49;
                w_im = -10'sd118;
            end
            9'd45: begin
                w_re = -10'sd99;
                w_im = -10'sd81;
            end
            9'd46: begin
                w_re = -10'sd126;
                w_im = -10'sd25;
            end
            9'd47: begin
                w_re = -10'sd122;
                w_im = 10'sd37;
            end
            9'd48: begin
                w_re = 10'sd128;
                w_im = 10'sd0;
            end
            9'd49: begin
                w_re = 10'sd122;
                w_im = -10'sd37;
            end
            9'd50: begin
                w_re = 10'sd106;
                w_im = -10'sd71;
            end
            9'd51: begin
                w_re = 10'sd81;
                w_im = -10'sd99;
            end
            9'd52: begin
                w_re = 10'sd49;
                w_im = -10'sd118;
            end
            9'd53: begin
                w_re = 10'sd13;
                w_im = -10'sd127;
            end
            9'd54: begin
                w_re = -10'sd25;
                w_im = -10'sd126;
            end
            9'd55: begin
                w_re = -10'sd60;
                w_im = -10'sd113;
            end
            9'd56: begin
                w_re = 10'sd128;
                w_im = 10'sd0;
            end
            9'd57: begin
                w_re = 10'sd99;
                w_im = -10'sd81;
            end
            9'd58: begin
                w_re = 10'sd25;
                w_im = -10'sd126;
            end
            9'd59: begin
                w_re = -10'sd60;
                w_im = -10'sd113;
            end
            9'd60: begin
                w_re = -10'sd118;
                w_im = -10'sd49;
            end
            9'd61: begin
                w_re = -10'sd122;
                w_im = 10'sd37;
            end
            9'd62: begin
                w_re = -10'sd71;
                w_im = 10'sd106;
            end
            9'd63: begin
                w_re = 10'sd13;
                w_im = 10'sd127;
            end
            default: begin
                w_re = 10'sd0;
                w_im = 10'sd0;
            end
        endcase
    end
endmodule
==> flow/run.sh <==
#!/bin/bash
# OpenROAD 26Q1-2900-gdf79404cd8, Yosys 0.63+post, stock flow scripts
make -C /OpenROAD-flow-scripts/flow DESIGN_CONFIG=/design/flow/config.mk WORK_HOME=/design/flow/orfs finish
==> flow/config.mk <==
export PLATFORM = sky130hd
export DESIGN_NAME = twf_m1_rom
export DESIGN_NICKNAME = twf_m1_rom
export VERILOG_FILES = /design/flow/design.v
export SDC_FILE = /design/flow/constraint.sdc
export NUM_CORES = 4
export LEC_CHECK = 1
export CORE_AREA = 10 10 103 103
export DIE_AREA = 0 0 113 113
==> flow/constraint.sdc <==
current_design twf_m1_rom

set clk_period 3.3
set clk_io_pct 0.2

create_clock -name clk0 -period $clk_period [get_ports {clk}]

set non_clock_inputs [all_inputs -no_clocks]
set_input_delay [expr $clk_period * $clk_io_pct] -clock clk0 $non_clock_inputs
set_output_delay [expr $clk_period * $clk_io_pct] -clock clk0 [all_outputs]
==> results.rst <==
Metrics
=======

.. list-table::
   :header-rows: 1

   * - Metric
     - Value
   * - # diodes
     - 0
   * - Length of the first detailed-routing pass in iterations
     - 5
   * - Netlist cell types
     - 54
   * - Post-synthesis chip area from yosys
     - 1990 um^2
   * - Post-layout period usage of the worst path
     - 0.792
   * - Number of antenna violations at the first check in global routing
     - 0
   * - Class of the worst hold path
     - primary input to flip-flop
   * - Ys cells
     - 270
   * - Leakage Power
     - 0.825 nW
   * - Path type of the worst setup path
     - primary input to flip-flop
   * - Cell Count, Final, Fillers Out
     - 381
   * - Synthesized instance count
     - around 270
   * - Number of clock sinks
     - 17
   * - Setup repair after global routing missed its margin
     - no
   * - Areal power density over the cells
     - approximately 260 nW/um^2
   * - FP Rows
     - 33
   * - Number of vias in the routed layout
     - 2158
   * - Async set-reset flop share out of synthesis
     - 0
   * - Clk slew on worst S/H paths
     - 0.07 ns
   * - Total Negative Setup Slacks
     - 0 ns
   * - Detailed-route DRC error count
     - 0
   * - Critical path peak fanout
     - 18
   * - Slew margin rel.
     - 0.562
   * - Count of warning messages emitted by the tools
     - 32
   * - Via-to-Cell Ratio
     - approximately 5.7
   * - Total setup buffers inserted after CTS
     - 0
   * - Comb. cell area
     - 1430 um^2
   * - Min-Delay Startpoint
     - addr[2]
   * - Placer's final routability congestion estimate
     - about 1
   * - Final antenna-violating net count
     - 0
   * - Number of H-tree levels
     - 1
   * - Hold_ws
     - 0.987 ns
   * - Synth warn
     - 1
   * - Area of the chip
     - roughly 13000 um^2
   * - Remaining Overflow, GRT
     - 0
   * - Number of enable-type register cells in the synthesized netlist
     - 0
   * - Mapped cell area
     - 1990 um^2
   * - Achievable Freq
     - about 380 MHz
   * - Port Buf Inserts
     - 29
   * - Deepest clock path buffer count
     - 2
   * - Cell Count Post-Placement
     - 377
   * - Capturing element type of the critical path
     - flip-flop
   * - Synthesis-to-finish area growth
     - 16.1%
   * - CTS tree
     - yes
   * - CTS-repair resized insts
     - 0
   * - Portion of the post-synthesis area used by sequential elements
     - 0.171
   * - Final core occ
     - 0.279
   * - Finish-stage setup viols
     - 0
   * - Vias in the first global route
     - 1952
   * - Most common reg cell
     - sky130_fd_sc_hd__dfxtp_1
   * - Number of flip-flops and latches in the synthesized netlist
     - 17
   * - Total clock buffers created by CTS
     - 3
   * - Max Transition Viols Final
     - 0
   * - Actual transition at the worst max-transition pin
     - 0.657 ns
   * - All-Layer GR Usage
     - 0.0945
   * - Maximum capacitance violations
     - 0
   * - Die Ht
     - approximately 110 um
   * - Tmin final
     - roughly 2.6 ns
   * - Horizontal die size
     - between 100 and 150 um
   * - Startpoint types
     - primary input
   * - CP Launch Point
     - addr[0]
   * - Post-DR wirelength/cell
     - 17.1 um
   * - Final hold vios
     - 0
   * - Core utilization at floorplan
     - 0.240
   * - Clock Root Buffer
     - sky130_fd_sc_hd__clkbuf_8
   * - Critical path required time
     - 3.45 ns
   * - Share of post-route cells with drive strength above 1
     - 0.0833
   * - Worst vdd ir
     - between 0.09 and 0.1 mV
   * - Hold-fix buffer count after cts
     - 0
   * - Arrival @ worst endpoint
     - 2.76 ns
   * - Wire length after detailed routing
     - 6510 um
   * - Largest net degree at the start of global routing
     - 46
   * - Boundary pin count
     - 30
   * - PnR Total Power
     - 0.609 mW
   * - Seq. cell area
     - 340 um^2
   * - Wire length of the first global-routing pass
     - 10300 um
   * - Number of DRC markers after the initial detailed-route iteration
     - 291
   * - Fill count
     - 886
   * - Standard cell core area
     - between 8000 and 9000 um^2
   * - Status
     - complete, no violations
   * - Average instance area after synthesis
     - 7.39 um^2
   * - HPWL reported at the end of detailed placement
     - 4610 um
-- report_power, final --
group | internal [mW] | total (mW) | switching (mW) | leakage (nW)
clock network | 0.0857 | 0.158 | 0.0718 | 0.0228
logic | 0.0970 | 0.237 | 0.140 | 0.665
registers | 0.212 | 0.214 | 0.00196 | 0.138
total | 0.395 | 0.609 | 0.214 | 0.825
-- path summary, 6_finish.rpt --
kind	slack [ns]	depth (start not counted)	to
worst min-delay path	0.99	3	w_re[0]$_SDFF_PP0_
worst max-delay path	0.69	7	w_im[0]$_SDFF_PP0_
-- cell families (layout without fill, tap and decap cells) --
family,after synthesis,after routing,synth area share
xor+xnor,2,2,0.00878
simple gates,84,84,0.217
buf+inv,43,49,0.113
compound gates,103,103,0.349
mux,13,13,0.0916
flops,17,17,0.171
fa+ha+maj,8,8,0.0502
-- cell usage in the layout (no fill, tap or decap), types with 3 or more instances in the layout --
| master | instances |
|---|---|
| sky130_fd_sc_hd__nand3_1 | 7 |
| sky130_fd_sc_hd__a31oi_1 | 3 |
| sky130_fd_sc_hd__o22ai_1 | 4 |
| sky130_fd_sc_hd__o31ai_1 | 6 |
| sky130_fd_sc_hd__and2_1 | 6 |
| sky130_fd_sc_hd__mux4_2 | 4 |
| sky130_fd_sc_hd__o21ai_0 | 15 |
| sky130_fd_sc_hd__dfxtp_1 | 17 |
| sky130_fd_sc_hd__a21oi_1 | 28 |
| sky130_fd_sc_hd__o211ai_1 | 9 |
| sky130_fd_sc_hd__buf_4 | 8 |
| sky130_fd_sc_hd__nor2b_1 | 4 |
| sky130_fd_sc_hd__clkdlybuf4s50_1 | 27 |
| sky130_fd_sc_hd__inv_1 | 8 |
| sky130_fd_sc_hd__a311oi_1 | 4 |
| sky130_fd_sc_hd__a211oi_1 | 10 |
| sky130_fd_sc_hd__nand3b_1 | 5 |
| sky130_fd_sc_hd__o31a_1 | 4 |
| sky130_fd_sc_hd__ha_1 | 8 |
| sky130_fd_sc_hd__nor3_1 | 5 |
| sky130_fd_sc_hd__nor2_1 | 14 |
| sky130_fd_sc_hd__mux2i_1 | 7 |
| sky130_fd_sc_hd__clkbuf_8 | 3 |
| sky130_fd_sc_hd__nand2b_1 | 14 |
| sky130_fd_sc_hd__nand2_1 | 21 |
-- area by class of cell --
class | instances | area share
well taps | 105 | 0.0567
clock buffers | 4 | 0.0194
inverters | 8 | 0.0130
multi-input cells | 210 | 0.617
flip-flops and latches | 17 | 0.147
repair buffers | 37 | 0.147
-- per-layer routing --
layer,global-route usage,vias to the layer above,part of all wire
li1,-,1008,-
met4,0.0212,0,0.020
met3,0.0299,11,0.11
met1,0.137,985,0.44
met2,0.133,154,0.43
met5,0,-,0
-- critical path: stages --
cell	delay [ns]
sky130_fd_sc_hd__clkdlybuf4s50_1	0.47
sky130_fd_sc_hd__buf_4	0.24
sky130_fd_sc_hd__ha_1	0.35
sky130_fd_sc_hd__nand2b_1	0.26
sky130_fd_sc_hd__o21ai_0	0.11
sky130_fd_sc_hd__mux4_2	0.46
sky130_fd_sc_hd__o211a_1	0.21
-- sequential cells by signal (all words and copies together), names as in the netlist --
name	count
w_im	8
w_re	9
-- synth_stat cells (8+ instances only) --
master / count / area share
sky130_fd_sc_hd__a21oi_1: 28 / 0.070
sky130_fd_sc_hd__o21ai_0: 15 / 0.038
sky130_fd_sc_hd__nand2_1: 21 / 0.040
sky130_fd_sc_hd__nor2_1: 14 / 0.026
sky130_fd_sc_hd__inv_1: 8 / 0.015
sky130_fd_sc_hd__ha_1: 8 / 0.050
sky130_fd_sc_hd__o211ai_1: 9 / 0.034
sky130_fd_sc_hd__dfxtp_1: 17 / 0.17
sky130_fd_sc_hd__clkbuf_1: 10 / 0.019
sky130_fd_sc_hd__nand2b_1: 14 / 0.044
sky130_fd_sc_hd__a211oi_1: 10 / 0.038
sky130_fd_sc_hd__buf_2: 17 / 0.043
-- per-stage QoR --
step	setup slack (ns)	instance area [um^2]
2_1_floorplan	0.983	1990
3_3_place_gp	0.428	2270
3_5_place_dp	0.440	2270
4_1_cts	0.715	2320
5_1_grt	0.584	2320
6_report	0.685	2320
Power and IR drop assume default switching activity.
